--- flow/config.mk ---
export PLATFORM = sky130hd
export DESIGN_NAME = DataMemory
export DESIGN_NICKNAME = DataMemory
export VERILOG_FILES = /design/flow/design.v
export SDC_FILE = /design/flow/constraint.sdc
export NUM_CORES = 4
export LEC_CHECK = 1
export CORE_UTILIZATION = 40
export SYNTH_MEMORY_MAX_BITS = 65536
--- flow/constraint.sdc ---
current_design DataMemory

set clk_period 304.0
set clk_io_pct 0.2

create_clock -name clk0 -period $clk_period [get_ports {clk}]

set non_clock_inputs [all_inputs -no_clocks]
set_input_delay [expr $clk_period * $clk_io_pct] -clock clk0 $non_clock_inputs
set_output_delay [expr $clk_period * $clk_io_pct] -clock clk0 [all_outputs]
--- flow/design.v ---
module DataMemory(clk, rst, MEMread, MEMwrite, address, data, MEM_Result);
    input clk, rst, MEMread, MEMwrite;
    input [31:0] address, data;
    output [31:0] MEM_Result;
    reg [7:0] memory [0:2048];
    wire [31:0] adr_minus_1024 = (address - 1024);
    wire [31:0] final_adr = {adr_minus_1024[31:2] ,2'b00};
    always @(posedge clk) begin
        if(MEMwrite == 1'b1)begin
            memory[final_adr + 0] <= data[7:0]; 
            memory[final_adr + 1] <= data[15:8]; 
            memory[final_adr + 2] <= data[23:16]; 
            memory[final_adr + 3] <= data[31:24]; 
        end
    end
    assign MEM_Result = MEMread ?  {memory[final_adr + 3], 
                                    memory[final_adr + 2],
                                    memory[final_adr + 1],
                                    memory[final_adr + 0]} : 32'b0;
endmodule
--- flow/run.sh ---
#!/bin/bash
# OpenROAD 26Q1-2900-gdf79404cd8, Yosys 0.63+post, stock flow scripts
make -C /OpenROAD-flow-scripts/flow DESIGN_CONFIG=/design/flow/config.mk WORK_HOME=/design/flow/orfs finish
==> impl_metrics.toml <==
# flow metrics
[sta]
final.setup.worst_slack_ns = 172.03
relSlewSlack_pct = -1.27
worst_pin_slew_ns = 1.52
finalCritPeriodShare_pct = 43.4
fmax_ghz = 0.00758
fin_tns_setup_ns = 0
slew_violations = 2
rsz0062_at_grt = "false"
period_needed_ns = 131.97
setup_viol = 0
hold_viol_final = 0

[synth]
aoi_share_pct = 3.77
simple_gate_area_share_pct = 1.44
netlist.top_cell.by_area = "edfxtp_1"
adder_share_pct = 0.00600
area_leaders = "edfxtp_1 79%, mux4_2 8.7%, mux2i_1 5.7%"
ff_type = "edfxtp_1"
edf_count = 16392
ys_area_um2 = 626000
topCombFamilyByArea = "multiplexers"
ys_cells = 29898
ys_warn_count = 1
ys_sh_mux_pct = 14.5
top_area_share_pct = 78.7
xor_share_pct = 0
synth_area_um2 = 626000
synth_cell_type_count = 72
ys_ff = 16392
avgSynthCellArea_um2 = 20.9
synth_async_sr_flop_share_pct = 0
syn_inst = 29898
ys_seq_share_pct = 78.7

[placed_design]
pre_cts_slack_ns = 172.04
dp_hpwl_mm = 1320
portBuffers = 76
gp_congestion = 0.955

[detailed_routing]
wirelength_mm = 2170
postRouteAntennaNets = 0
num_vias = 325701
firstDrtPassIters = 6
drt_iter0_drc = 23080
avgViaCountPerCell = 5.98
drc = 0
wire_per_inst_um = 39.8

[critical_path]
cp-end-kind = "output pin"
start_kind = "primary input"
worst_ep_arrival_time_ns = 71.17
required_ns = 243.20
crit_path_max_fanout = 68
crit_type = "primary input to output pin"

[cts]
holdBufCountCts = 0
cts_buffer_depth = 6
h-tree-depth = 7
postCtsSetupBuffers = 0
tritoncts = "yes"
clkTransAtPathRegs_ns = 0.06
cts_made_buffers = 1695
cts_num_sinks = 16392
ctsRootBufferMaster = "clkbuf_16"
cts_resized = 0

[global_routing]
grt_pass1_vias = 347395
grt_max_degree = 116
grt_use_met3_pct = 32.3
gr-usage-met2_pct = 39.7
antenna_found_initial = 241
grt_use_total_pct = 30.3
grt_overflow = 0
grt.busiest_layer = "met2"
grt_pass1_wl_mm = 2910
gr-usage-met1_pct = 27.0

[floorplanning]
initCoreUtil_pct = 40.1
die_x_mm = 1.25
die_area_um2 = 1570000
die_h_mm = 1.25
core.rowCount = 459
core_region_area_um2 = 1560000
ioPinCount = 100

[cells_and_area]
largest_register_ffs = 16392
utilization_pct = 46.1
top_regs = "memory (16392)"
syn_to_final_growth_pct = 14.9
drive_above_1_share_pct = 23.2
top_register = "memory"
fillers = 125630

[outcome]
outcome = "finished, violations left"
violations = "capacitance limit, slew limit"

[run]
maxCapViolCount = 1
tool_warnings = 68

[pwr]
vdd_drop_max_mv = 0.00584
p_leak_nw = 230
powerDensity_nw_per_um2 = 6.61

[hold_path]
min_path_type = "primary input to flop"
[synth_stat cells (8+ instances only)]
cell       number
nor3_1        348
nor2_1        695
mux4_2       2413
a211o_1        24
inv_1           9
buf_1         133
a22o_1        116
and3_1         19
a2111oi_0      43
mux2i_1      3587
nor4_1        118
buf_6         122
o221ai_1       59
nand4_1        51
a311oi_1       17
o211ai_1       28
a211oi_1      161
nand2_1       529
buf_4         450
o22ai_1      1619
and2_1         12
a21boi_0       10
o21ai_0       226
nand2b_1       13
nand3_1       118
a21oi_1       682
a32o_1         14
o32ai_1         8
buf_2         396
clkbuf_1      672
o41ai_1        17
a31oi_1        40
a22oi_1       432
a221oi_1       67
o2111ai_1      24
nor2b_1        22
a32oi_1         8
mux2_2         62
o31ai_1        15
or4_1          30
or3_1          27
edfxtp_1    16392
[layer usage]
metal	part of all wire [%]	vias up
li1	-	130250
met1	25	160422
met3	24	5149
met4	7.0	454
met5	1.2	-
met2	43	29426
[layout by cell type, fill, tap and decap left out, drive strengths merged, types with 51 or more instances in the layout]
master / count
a211oi: 161
a21oi: 682
a221oi: 68
a22o: 116
a22oi: 432
buf: 2264
bufinv: 147
clkbuf: 2031
clkinv: 715
diode: 358
edfxtp: 16392
mux2: 62
mux2i: 3587
mux4: 2413
nand2: 529
nand3: 119
nand4: 51
nor2: 695
nor3: 348
nor4: 118
o21ai: 228
o221ai: 59
o22ai: 1619
[power by group]
group | internal (mW) | total (mW) | switching [mW]
clock network | 1.15 | 1.99 | 0.841
logic | 0.0746 | 0.272 | 0.197
registers | 2.49 | 2.49 | 0.000307
[critical path, cell delays in order]
cell and delay (ns):
buf_16 0.31, buf_4 0.61, buf_4 0.90, buf_4 0.62, buf_4 0.60, buf_4 0.67, buf_4 0.63, buf_4 0.63
buf_4 0.66, buf_4 0.64, mux4_2 0.58, a22oi_1 0.21, a21oi_1 0.26, nor4_1 0.58, buf_4 0.27, nand3_1 0.48
a32o_1 0.80, clkdlybuf4s50_1 0.56
[through the flow]
stage | area, um^2 | total power [mW] | instances | hold WS, ns
3_5_place_dp | 665000 | 2.80 | 51170 | 61.21
4_1_cts | 718000 | 4.76 | 54128 | 59.78
3_3_place_gp | 665000 | 2.79 | 51170 | 61.21
5_1_grt | 718000 | 4.85 | 54377 | 59.83
2_1_floorplan | 626000 | 2.64 | 29898 | 60.90
6_report | 719000 | 4.75 | 54487 | 59.85
[final cells by class]
| cell class | count | area [um^2] | area share [%] |
|---|---|---|---|
| sequential | 16392 | 492000 | 68.5 |
| multi-input combinational | 11720 | 129000 | 17.9 |
| clock buffer | 2029 | 44100 | 6.14 |
| tap | 20745 | 26000 | 3.61 |
| timing repair buffer | 2302 | 18400 | 2.56 |
| clock inverter | 929 | 8200 | 1.14 |
| antenna | 358 | 896 | 0.125 |
| inverter | 12 | 75.1 | 0.0104 |
[cell families (layout without fill, tap and decap cells)]
family / after synthesis / after routing
DFF: 16392 / 16392
muxes: 6062 / 6062
AOI/OAI and AO/OA: 3647 / 3647
and+or+nand+nor: 2008 / 2008
buffers and inverters: 1786 / 5272
adders and majority gates: 3 / 3
other: 0 / 358
[path summary, 6_finish.rpt]
| kind | slack, ns | to | from | cells after the start |
|---|---|---|---|---|
| setup / recovery | 172.03 | MEM_Result[12] | address[2] | 18 |
| hold / removal | 59.85 | memory[1659][4] | data[28] | 1 |
No activity file was given, so power comes from the tool's default toggle rates.
